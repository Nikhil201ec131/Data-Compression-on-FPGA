==> flow/design.v <==
module para2ser(
  input       clk,
  input       rst_n,
  input       trans_start,    
  input [8:0] data,           
  input [3:0] data_len,       
  output wire output_data,     
  output wire output_start,
  output wire output_done
  );
  reg [3:0] data_cnt;
  reg [8:0] data_reg;
  always @(posedge clk or negedge rst_n) begin
    if(~rst_n) begin
      data_cnt  <=  4'b0;
      data_reg  <=  9'b0;
    end
    else if(trans_start) begin
      data_cnt  <=  (data_cnt == 4'b0) ? data_len-1 : data_cnt-1;
      data_reg  <=  data;
    end
  end
  reg trans_start_q1;
  reg trans_start_q2;
  always @(posedge clk or negedge rst_n) begin
    if (~rst_n) begin
      trans_start_q1  <=  1'b0;
      trans_start_q2  <=  1'b0;
    end
    else begin
      trans_start_q1  <=  trans_start;
      trans_start_q2  <=  trans_start_q1;
    end
  end
  assign output_start = trans_start & ~trans_start_q1;
  assign output_done = ~trans_start_q1 & trans_start_q2;
  assign output_data = (data_reg >> data_cnt) & 1'b1;
endmodule
==> flow/run.sh <==
#!/bin/bash
# OpenROAD 26Q1-2900-gdf79404cd8, Yosys 0.63+post, stock flow scripts
make -C /OpenROAD-flow-scripts/flow DESIGN_CONFIG=/design/flow/config.mk WORK_HOME=/design/flow/orfs finish
==> flow/config.mk <==
export PLATFORM = sky130hd
export DESIGN_NAME = para2ser
export DESIGN_NICKNAME = para2ser
export VERILOG_FILES = /design/flow/design.v
export SDC_FILE = /design/flow/constraint.sdc
export NUM_CORES = 4
export LEC_CHECK = 1
export CORE_AREA = 10 10 74 74
export DIE_AREA = 0 0 84 84
==> flow/constraint.sdc <==
current_design para2ser

set clk_period 1.8
set clk_io_pct 0.2

create_clock -name clk0 -period $clk_period [get_ports {clk}]

set non_clock_inputs [all_inputs -no_clocks]
set_input_delay [expr $clk_period * $clk_io_pct] -clock clk0 $non_clock_inputs
set_output_delay [expr $clk_period * $clk_io_pct] -clock clk0 [all_outputs]
==> impl_metrics.env <==
# source this file to load flow results
export IMPL_cts_buffer_depth=2
export IMPL_drv_cap=0
export IMPL_slowest_stage="dfrtp_1"
export IMPL_insertion_delay_ps=240
export IMPL_fin_crit_sh_pct=97.8
export IMPL_fp_coreArea_um2=3970
export IMPL_antenna_cells=0
export IMPL_drtIter0Drc=28
export IMPL_ys_cells=59
export IMPL_yosysWarnings=1
export IMPL_edf_count=0
export IMPL_required_ps=1440
export IMPL_topCellsByArea="dfrtp_1, mux2_1, nor4b_4"
export IMPL_cts_sinks=15
export IMPL_first_pass_iters=2
export IMPL_root_buffer="clkbuf_8"
export IMPL_core_util_floorplan_pct=19.5
export IMPL_netlist_top_cells_count="dfrtp_1, mux2_1, nor2_1"
export IMPL_ys_top_logic_family="multiplexers"
export IMPL_status="finished, final reports clean"
export IMPL_ys_sh_mux_pct=21.7
export IMPL_critPathArrivalTime_ps=1400
export IMPL_fillCellCount=397
export IMPL_setup_tns_final_ps=0
export IMPL_cts_htree_levels=1
export IMPL_holdPathStages=0
export IMPL_tightest_slew_ps=321
export IMPL_cp_cell_sequence="buf_4 > mux2_1 > nand4_1 > nand4_2 > buf_2"
export IMPL_synth_top_cell_area_share_pct=48.5
export IMPL_layout_area_seq_um2=375
export IMPL_p_per_area_nw_per_um2=1140
export IMPL_grt_max_degree=17
export IMPL_cp_start_kind="register"
export IMPL_drive_above_1_share_pct=21.7
export IMPL_fa_ha_area_share_pct=1.62
export IMPL_vias=536
export IMPL_rsz0062_at_grt="yes"
export IMPL_path_class="register to primary output"
export IMPL_largest_register_ffs=9
export IMPL_leakagePower_nw=0.442
export IMPL_crit_path_end_kind="primary output"
export IMPL_ant_nets=0
export IMPL_largest_area_cell="dfrtp_1"
export IMPL_critPathMaxStageDelay_ps=400
export IMPL_dp_hpwl_um=1270
export IMPL_rr_worst_depth=7
export IMPL_max_freq_mhz=568
export IMPL_area_growth_pct=39.0
export IMPL_yosys_area_um2=773
export IMPL_ys_sh_aoi_pct=6.80
export IMPL_syn_avg_cell_area_um2=13.1
export IMPL_die_y_um=84
export IMPL_setup_violations=0
export IMPL_min_period_ps=1760
export IMPL_grt_pass1_vias=532
export IMPL_syn_inst=59
export IMPL_drc=0
export IMPL_routabilityCongestion=0.753
export IMPL_warning_count=26
export IMPL_hp_class="register to register"
export IMPL_via_per_inst=4.03
export IMPL_track_usage_pct=4.69
export IMPL_cts_inserted_buffers=3
export IMPL_synthArstFlopShare_pct=100
export IMPL_portBuffers=18
export IMPL_rows=23
export IMPL_grt_pass1_wl_um=2770
export IMPL_placed_cells=128
export IMPL_synth_cellmix_simpleShare_pct=16.2
export IMPL_worstPathMaxFanout=3
export IMPL_ff_type="dfrtp_1"
export IMPL_cts_tree="built"
export IMPL_ys_types=25
export IMPL_ir_worst_vdd_uv=501
export IMPL_wl_per_cell_um=12.4
export IMPL_synth_flop_count=15
export IMPL_clkTransAtPathRegs_ps=60
export IMPL_antenna_found_initial=0
export IMPL_finalNonFillerCells=133
export IMPL_dieArea_um2=7060
export IMPL_hold_violations=0
export IMPL_finalPower_mw=1.23
export IMPL_overflow=0
export IMPL_wirelength_um=1650
export IMPL_synth_xor_area_share_pct=0
export IMPL_combGateArea_um2=360
export IMPL_finClkSkew_ps=3.12
export IMPL_finish_utilization_pct=27.1
export IMPL_ys_seq_share_pct=48.5
export IMPL_fp_dieW_um=84
export IMPL_most_common_cell="dfrtp_1"
export IMPL_synth_area_um2=773
export IMPL_slew_headroom_pct=78.6
export IMPL_pin_count=19
export IMPL_drv_slew=0
final timing paths:
check / from / slack, ps / to
setup / recovery: data_cnt[0]$_DFFE_PN0P_ / 40 / output_data
hold / removal: trans_start_q1$_DFF_PN0_ / 410 / trans_start_q2$_DFF_PN0_
setup reg to reg: data_cnt[0]$_DFFE_PN0P_ / 260 / data_cnt[2]$_DFFE_PN0P_
hold reg to reg: trans_start_q1$_DFF_PN0_ / 410 / trans_start_q2$_DFF_PN0_
max in group asynchronous: rst_n / 1200 / data_reg[1]$_DFFE_PN0P_
min in group asynchronous: rst_n / 420 / trans_start_q1$_DFF_PN0_
cell families (layout without fill, tap and decap cells):
kind of cell             count (synthesis)  count (layout)
AND/OR/NAND/NOR                         16              16
adder cells (fa/ha/maj)                  1               1
AND-OR/OR-AND                            7               7
buffers and inverters                    6              30
flip-flops                              15              15
multiplexers                            14              14
critical path: cells and delay by family (launching register included):
kind / cells / cell delay (ps)
DFF: 1 / 400
muxes: 1 / 300
buffers and inverters: 2 / 270
and+or+nand+nor: 2 / 190
through the flow:
step / worst slack (ps) / instance area, um2 / hold WS (ps)
global placement: -18.7 / 1020 / 391
global route: -29.4 / 1070 / 430
detailed placement: -54.3 / 1020 / 395
finish: 39.3 / 1070 / 407
CTS: 4.67 / 1060 / 407
floorplan: 379 / 773 / 64.4
layout make-up:
cell class	count	area share (%)
inverter	2	0.698
clock inverter	1	0.466
tap	50	5.82
multi-input combinational	38	33.5
clock buffer	3	3.84
sequential	15	34.9
timing repair buffer	24	20.7
layout by cell type (no fill, tap or decap):
master,Yosys,layout
nand4bb_1,1,1
o2111ai_1,1,1
dfrtp_1,15,15
mux4_2,1,1
nand2_2,0,1
mux2_2,2,2
buf_2,2,1
o21ba_1,1,1
clkdlybuf4s50_1,0,16
mux2_1,10,10
nor4b_4,1,1
nand4_2,1,1
clkbuf_8,0,3
dlymetal6s2s_1,0,1
inv_1,2,2
nand2_1,2,1
clkinv_2,0,1
nand4b_1,1,1
ha_1,1,1
o211ai_1,1,1
nand2b_1,1,1
nand4_1,2,2
nor2b_1,2,2
a31oi_1,2,2
a21oi_1,1,1
nor4b_2,1,1
buf_4,0,6
nor2_1,4,4
mux2i_1,1,1
a22o_1,1,1
power by group:
group / internal (mW) / switching (mW) / leakage (nW)
Clock: 0.153 / 0.112 / 0.0255
Sequential: 0.405 / 0.0827 / 0.176
Combinational: 0.278 / 0.198 / 0.240
layer usage:
layer  share of wire (%)  track usage (%)
met4                0.79            0.761
met3                 4.2             1.38
met1                  49             6.87
met2                  46             6.69
met5                   0                0
repair_timing:
action	CTS	global route
cloned	0	0
gates resized	3	2
setup buffers	0	1
endpoints found under the setup margin	1	2
hold buffers	0	0
pin swaps	1	0
Power figures rest on the tool's default switching activity, not on a simulated workload.
