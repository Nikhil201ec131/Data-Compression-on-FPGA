[./design.v]
module freqcount(
  input               clk,
  input               rst_n,
  input               start,              
  input               start_done,         
  input       [3:0]   data_in,
  input               ack_coding,        
  output reg          req_coding,        
  output wire [18:0]  data_out0,
  output wire [18:0]  data_out1,
  output wire [18:0]  data_out2,
  output wire [18:0]  data_out3,
  output wire [18:0]  data_out4,
  output wire [18:0]  data_out5,
  output wire [18:0]  data_out6,
  output wire [18:0]  data_out7,
  output wire [18:0]  data_out8,
  output wire [18:0]  data_out9
  );
  reg  processing;
  always @(posedge clk or negedge rst_n) begin
    if (~rst_n)
      processing  <=  1'b0;
    else if (start)
      processing  <=  1'b1;
    else if (start_done)
      processing  <=  1'b0;
  end
  reg  [7:0] data_mem [0:9];
  integer i;
  always @(posedge clk or negedge rst_n) begin
    if (~rst_n) begin
      for (i = 0; i < 10; i = i + 1) begin
        data_mem[i] <=  8'b0;
      end
    end else if (processing) begin
      case(data_in)
      4'b0000:  data_mem[0] <=  data_mem[0] + 1;
      4'b0001:  data_mem[1] <=  data_mem[1] + 1;
      4'b0010:  data_mem[2] <=  data_mem[2] + 1;
      4'b0011:  data_mem[3] <=  data_mem[3] + 1;
      4'b0100:  data_mem[4] <=  data_mem[4] + 1;
      4'b0101:  data_mem[5] <=  data_mem[5] + 1;
      4'b0110:  data_mem[6] <=  data_mem[6] + 1;
      4'b0111:  data_mem[7] <=  data_mem[7] + 1;
      4'b1000:  data_mem[8] <=  data_mem[8] + 1;
      4'b1001:  data_mem[9] <=  data_mem[9] + 1;
      default:  ;
      endcase
    end
  end
  always @(posedge clk or negedge rst_n) begin
    if (~rst_n)
      req_coding  <=  1'b0;
    else if (start_done)
      req_coding  <=  1'b1;
    else if (ack_coding)
      req_coding  <=  1'b0;
  end
  assign data_out0 = {6'b0, 5'd0, data_mem[0]};
  assign data_out1 = {6'b0, 5'd1, data_mem[1]};
  assign data_out2 = {6'b0, 5'd2, data_mem[2]};
  assign data_out3 = {6'b0, 5'd3, data_mem[3]};
  assign data_out4 = {6'b0, 5'd4, data_mem[4]};
  assign data_out5 = {6'b0, 5'd5, data_mem[5]};
  assign data_out6 = {6'b0, 5'd6, data_mem[6]};
  assign data_out7 = {6'b0, 5'd7, data_mem[7]};
  assign data_out8 = {6'b0, 5'd8, data_mem[8]};
  assign data_out9 = {6'b0, 5'd9, data_mem[9]};
endmodule
[./run.sh]
#!/bin/bash
# OpenROAD 26Q1-2900-gdf79404cd8, Yosys 0.63+post, stock flow scripts
make -C /OpenROAD-flow-scripts/flow DESIGN_CONFIG=/design/flow/config.mk WORK_HOME=/design/flow/orfs finish
[./config.mk]
export PLATFORM = sky130hd
export DESIGN_NAME = freqcount
export DESIGN_NICKNAME = freqcount
export VERILOG_FILES = /design/flow/design.v
export SDC_FILE = /design/flow/constraint.sdc
export NUM_CORES = 4
export LEC_CHECK = 1
export CORE_UTILIZATION = 50
[./constraint.sdc]
current_design freqcount

set clk_period 4.4
set clk_io_pct 0.2

create_clock -name clk0 -period $clk_period [get_ports {clk}]

set non_clock_inputs [all_inputs -no_clocks]
set_input_delay [expr $clk_period * $clk_io_pct] -clock clk0 $non_clock_inputs
set_output_delay [expr $clk_period * $clk_io_pct] -clock clk0 [all_outputs]
==> impl_metrics.ini <==
; physical design summary
[clocking]
clk_latency_ns = 0.34
clk_path_buf_depth = 2
tritoncts.num_buffers = 9
post_cts_resized = 0
cts_root_buffer = clkbuf_8
cts_setup_buffers = 0
htree_levels = 3
clk_pin_slew_worst_paths_ns = 0.08
cts_tree = yes
clock_sinks = 82
cts_hold_buf = 0

[timing]
hold_violations = 0
tns_ns = 0
worst_pin_slew_ns = 0.781
rsz0062_at_grt = no
post-route-period-util_pct = 60.1
max_freq_ghz = 0.378
min_period_ns = 2.64
drv_slew = 0
setup_viol = 0
fin_skew_ns = 0.00622
max_slew_margin_pct = 47.8

[setup_path]
worstPathRequired_ns = 4.63
cp-end-kind = flip-flop
r2r_slack_ns = 2.45
r2r-end = data_mem[2][7]$_DFFE_PN0P_
cp_max_fo = 17
r2r_cells = 3
cp_data_arrival_time_ns = 2.87
r2r_start = processing$_DFFE_PN0P_
setup.worst_path.start_class = primary input
critPathKind = primary input to flip-flop

[run_status]
outcome = completed

[drt]
avgRoutedWirePerCell_um = 13.7
first_iter_violations = 118
vias = 3018
wirelength_um = 8780
diodes = 0
first_pass_iters = 19
viasPerCell = 4.71
ant_nets = 0
drc = 0

[power_and_ir_drop]
leakagePower_nw = 2.62
power_density_nw_per_um2 = 392
ir_drop_uv = 247

[finish]
final_cell_mix = conb_1, clkdlybuf4s50_1, dfrtp_1
n_fill_cell = 746
layout_top_cell = conb_1
seq_area_um2 = 2050
logic_area_um2 = 2090
area_growth_pct = 16.5
drive_gt1_share_pct = 6.38
fin_util_pct = 61.2

[place]
hpwl_um = 6250
gp_congestion = 0.824
io_buffers = 89

[floorplan]
initial_utilization_pct = 52.5
core-area_um2 = 8850
placementRows = 34
die_h_um = 98.4
io-pin-count = 200
die_area_um2 = 9680
die_w_um = 98.4

[run]
maxCapViolations = 0
warning_count = 26

[global_routing]
grt_pass1_vias = 2727
grt_max_degree = 48
grt_usage_pct = 19.1
grt-ovfl-total = 0
grt_pass1_wl_um = 14300
antenna_found_initial = 0

[hold_path]
hp-start = data_mem[3][7]$_DFFE_PN0P_
hp-class = flip-flop to flip-flop
worstHoldEndpoint = data_mem[3][7]$_DFFE_PN0P_
min_path_cells = 1

[synthesis]
syn_area_um2 = 4640
yosysCellCount = 441
ys_ff = 82
syn_avg_cell_area_um2 = 10.5
ys_types = 37
postSynthCellCount = 441
ys_warn_count = 2
ys_area_um2 = 4640
synth_seq_share_pct = 44.2
## layout make-up
| type | count | share of cell area (%) |
|---|---|---|
| Timing Repair Buffer | 92 | 16.8 |
| Sequential cell | 82 | 37.9 |
| Clock buffer | 11 | 2.61 |
| Inverter | 5 | 0.347 |
| Tap cell | 108 | 2.50 |
| Clock inverter | 3 | 1.20 |
| Multi-Input combinational cell | 340 | 38.6 |
## sequential cells by signal (all words and copies together), names as in the netlist
name	cells
data_mem	80
processing	1
req_coding	1
## report_power, final
| group | total, mW | internal [mW] | switching (mW) |
|---|---|---|---|
| Combinational | 0.472 | 0.328 | 0.144 |
| Clock | 0.585 | 0.329 | 0.256 |
| Sequential | 1.06 | 0.876 | 0.187 |
## worst max path at each step
| stage | to | startpoint |
|---|---|---|
| after CTS | data_mem[4][1]$_DFFE_PN0P_ | data_in[1] |
| after global routing | data_mem[8][1]$_DFFE_PN0P_ | data_in[1] |
| final | data_mem[4][1]$_DFFE_PN0P_ | data_in[1] |
## critical path, cell delays in order
cell and delay [ns]:
clkdlybuf4s50_1 0.72, nor2_1 0.75, nand2_1 0.21, mux2_2 0.31
## synthesized netlist by cell type (all sizes together)
cell type / count / area [um2]
conb: 2 / 7.51
and3: 4 / 25.0
nor3: 20 / 100
o21ai: 1 / 5.00
and2: 3 / 18.8
nand2: 19 / 71.3
nor3b: 2 / 15.0
clkbuf: 6 / 22.5
xor2: 40 / 350
or2: 1 / 6.26
nand4b: 1 / 8.76
ha: 10 / 125
and4b: 3 / 30.0
buf: 116 / 867
nor2b: 1 / 6.26
nand3: 30 / 150
nand2b: 1 / 6.26
nand4: 14 / 87.6
nor2: 7 / 26.3
xnor2: 30 / 270
nand3b: 6 / 45.0
inv: 5 / 18.8
or4b: 2 / 23.8
mux2: 10 / 113
and3b: 2 / 17.5
and4: 5 / 43.8
dfrtp: 82 / 2050
nor4: 15 / 106
a21o: 1 / 7.51
or3b: 2 / 17.5
## routing by layer
| metal | GRT usage (%) | wire (um) |
|---|---|---|
| met5 | 0 | 0 |
| met2 | 28.6 | 3980 |
| met3 | 3.85 | 568 |
| met1 | 31.4 | 4150 |
| met4 | 1.84 | 82 |
## kinds of logic (layout without fill, tap and decap cells)
family / count (synthesis) / after routing / share of synthesized area [%]
buffers and inverters: 127 / 111 / 19.6
adders and majority gates: 10 / 10 / 2.69
DFF: 82 / 82 / 44.2
xor gates and xnor gates: 70 / 70 / 13.4
muxes: 10 / 10 / 2.42
other: 2 / 110 / 0.162
and+or+nand+nor: 138 / 138 / 17.3
AOI/OAI and AO/OA: 2 / 2 / 0.269
## metrics by stage
stage	total power, mW	hold slack, ns	cell area (um2)	worst slack, ns	instances
2_1_floorplan	1.27	0.420	5050	2.26	549
3_3_place_gp	1.55	0.455	5210	1.44	627
3_5_place_dp	1.56	0.455	5210	1.41	627
4_1_cts	2.15	0.475	5410	1.76	641
5_1_grt	2.28	0.486	5410	1.65	641
6_report	2.12	0.468	5410	1.76	641
Power figures rest on the tool's default switching activity, not on a simulated workload.
